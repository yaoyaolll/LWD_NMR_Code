`/design/flow/config.mk`:
```
export PLATFORM = sky130hd
export DESIGN_NAME = bridge
export DESIGN_NICKNAME = bridge
export VERILOG_FILES = /design/flow/design.v
export SDC_FILE = /design/flow/constraint.sdc
export NUM_CORES = 4
export LEC_CHECK = 1
export CORE_AREA = 10 10 111 111
export DIE_AREA = 0 0 121 121
```
`/design/flow/constraint.sdc`:
```
current_design bridge

set clk_period 5.3
set clk_io_pct 0.2

create_clock -name clk0 -period $clk_period [get_ports {clkin}]
create_clock -name clk1 -period $clk_period [get_ports {load}]

set non_clock_inputs [all_inputs -no_clocks]
set_input_delay [expr $clk_period * $clk_io_pct] -clock clk0 $non_clock_inputs
set_output_delay [expr $clk_period * $clk_io_pct] -clock clk0 [all_outputs]
```
`/design/flow/design.v`:
```
module bridge(
              reset,
              clkin,
              load,
              halfdata,
              forward,
              back,
              dumpoff_ctrl
              );
input clkin;
input reset;
input load;
input [5:0] halfdata;
output forward;
output back;
output dumpoff_ctrl;
reg forward;
reg back;
reg dumpoff_ctrl;
reg [5:0] half_reg;
reg [5:0] count;
always @ (posedge load)
  begin
        half_reg <= halfdata;
  end
always @ (posedge reset or posedge clkin)
  begin
     if(reset)
        begin
              count <= 1;
              forward <= 0;
              back <= 0;
              dumpoff_ctrl <= 0;
        end     
     else
        begin
              if(count<=half_reg)
                 begin
                       count<= count+1;
                       if(count%8==1)
                          begin
                               forward <= 1;
                               back <= 0; 
                          end
                       else if(count%8==3)
                          begin
                               forward <= 0; 
                          end
                       else if(count%8==7)
                          begin
                               back<= 1; 
                               dumpoff_ctrl <= 0; 
                          end
                       else if(count%8==5)
                          begin
                               if(count==5)
                                 begin
                                      dumpoff_ctrl <= 1;   
                                 end
                          end
                 end
              else
                 begin
                      if(count==half_reg+1)
                          begin
                               forward <= 1;
                               back <= 0;
                               count <= half_reg+2;
                          end
                      else if(count==half_reg+2)
                          begin
                               forward <= 0;
                               count <= half_reg+3;                           
                          end
                      else if(count==half_reg+3)
                          begin
                               back <= 1;
                               count <= half_reg+4;                           
                          end
                      else if(count==half_reg+4)
                          begin
                               back <= 0;
                               count <= half_reg+1;                           
                          end
                 end
        end 
  end
endmodule
```
`/design/flow/run.sh`:
```
#!/bin/bash
# OpenROAD 26Q1-2900-gdf79404cd8, Yosys 0.63+post, stock flow scripts
make -C /OpenROAD-flow-scripts/flow DESIGN_CONFIG=/design/flow/config.mk WORK_HOME=/design/flow/orfs finish
```
==> flow_metrics.tcl <==
# implementation run metrics
set metrics [dict create \
    run_status "complete, no violations" \
    synth-main-ff-cell "dfrtp_1" \
    firstDrtPassIters 4 \
    synthesis.area_um2 1670 \
    hold_buffers 0 \
    fp-utilization_pct 17.0 \
    arrival_ps 3070 \
    cts_tree "yes" \
    die_h_um 121 \
    rsz0062_at_grt "false" \
    hp-class "flop to flop" \
    grtUsageTotal_pct 5.86 \
    cap_violations 0 \
    ys_warn_count 1 \
    reg2reg_slack_ps 2330 \
    rr_endpoint "count[1]" \
    grt_max_degree 23 \
    required_ps 5410 \
    instances_no_fill 330 \
    post-route-util_pct 19.8 \
    slew_headroom_pct 46.1 \
    switching_share_pct 46.0 \
    comb_area_um2 1200 \
    dieArea_um2 14600 \
    post_cts_buffers 0 \
    r2r-start "half_reg[4]" \
    p_sw_uw 441 \
    overflow 0 \
    post-place-ws_ps 2350 \
    portBuffers 10 \
    crit_start "half_reg[4]" \
    avgSynthCellArea_um2 8.81 \
    fin_hold_ws_ps 481 \
    place_inst 323 \
    edf_count 0 \
    setup_tns_ps 0 \
    cts_sinks 15 \
    drt_iter0_drc 108 \
    ir_drop_uv 113 \
    ioPinCount 12 \
    topCellsByArea "dfrtp_1, ha_1, xnor2_1" \
    dr_total_vias 1398 \
    fillers 1058 \
    top_cell_area_share_pct 12.0 \
    seq_area_frac_synth_pct 20.7 \
    crit_path_frequent_cell "nor2_1" \
    detail_route.vias_per_cell 4.24 \
    rows 36 \
    finalWirelength_um 4170 \
    top_area_cell "dfrtp_1" \
    finClkSkew_ps 2.85 \
    die_w_um 121 \
    cts_resized 0 \
    cp_max_fo 22 \
    warnings 30 \
    yosysChipArea_um2 1670 \
    finalSetupViolCount 0 \
    drive_above_1_share_pct 11.7 \
    hold_viol_final 0 \
    slowest_delay_ps 830 \
    antenna_found_initial 0 \
    seqPwrFrac_pct 25.0 \
    min-delay-start "forward" \
    comb_power_share_pct 59.8 \
    crit_type "flop to flop" \
    grt_pass1_vias 1396 \
    clk_pin_slew_worst_paths_ps 50 \
    cp.depth 8 \
    power_frac_clock_pct 15.2 \
    core_area_um2 9860 \
    p_int_uw 517 \
    ys_ff 15 \
    cp-end-kind "flop" \
    finalMaxSlewViolations 0 \
    p_leak_uw 0.000748 \
    worstSetupEndpoint "count[1]" \
    power_density_nw_per_um2 491 \
    wire_per_inst_um 12.6 \
    crit_chain "inv_1 -> ha_1 -> nand4_1 -> nor2_1 -> o32ai_2 -> nor2_1 -> a221oi_1 -> a21oi_1" \
    antenna_left 0 \
    path_delay_family "AND-OR/OR-AND gates" \
    yosys.cell_types.count 58 \
    ys_cells 190 \
    worst_slack_ps 2330 \
    drc 0 \
    cpMaxStageDelayCell "dfxtp_1" \
    async_flop_share_pct 60.0 \
    antenna_cells 0 \
    grt_pass1_wl_um 7080 \
    place_hpwl_um 3290 \
    startpoint_type "flop" \
    reg2reg_depth 8 \
    tightest_slew_ps 808 \
    cp.buffers_inverters 1 \
    flop_area_um2 347 \
    syn_to_final_growth_pct 16.6 \
    gp_congestion 0.897 \
    syn_inst 190 \
]
==> placed cells by master, fill, tap and decap left out, types with 3 or more instances in the layout <==
master	count
xnor2_1	16
ha_1	15
inv_1	14
a21oi_1	13
nor2_1	13
nand2_1	12
clkdlybuf4s50_1	10
dfrtp_1	8
a31oi_1	6
clkbuf_8	6
dfxtp_1	6
a21o_1	5
nor2b_1	4
xor2_1	4
nand3_1	4
a211oi_1	4
xor2_2	3
nor3b_1	3
a22oi_1	3
==> worst register-to-register path, cell delays in order (launching register included) <==
cell and delay, ps:
dfxtp_1 830, inv_1 100, ha_1 330, nand4_1 150, nor2_1 90, o32ai_2 600, nor2_1 310, a221oi_1 330
a21oi_1 100
==> kinds of logic (layout without fill, tap and decap cells) <==
logic type / after synthesis / count (layout) / share of synthesized area, %
xor gates and xnor gates: 24 / 24 / 14.7
DFF: 15 / 15 / 20.7
and+or+nand+nor: 52 / 52 / 16.9
buffers and inverters: 24 / 31 / 7.62
AOI/OAI and AO/OA: 59 / 59 / 28.3
muxes: 1 / 1 / 0.598
adders and majority gates: 15 / 15 / 11.2
==> cell type report <==
type                       instances  area share (%)
multi-input combinational        151            61.5
sequential                        15            17.8
tap                              133            8.53
timing repair buffer              10            5.13
clock buffer                       7            4.42
inverter                          14            2.69
==> worst min path at each step <==
stage             end  slack, ps  cells past startpoint
finish        forward        480                      1
CTS           forward        490                      1
global route  forward        520                      1
==> synthesized netlist by cell type, drive strengths merged, types with 2 or more instances <==
library cell / number
or3: 2
o2111ai: 2
ha: 15
and4: 2
a311oi: 2
nand2: 12
a21o: 5
nor2b: 4
o21ai: 2
nor3: 2
nand3: 6
o221ai: 2
xnor2: 16
dfrtp: 8
a211oi: 4
nor2: 13
o211ai: 2
inv: 14
dfxtp: 6
a21oi: 15
a31oi: 6
nor3b: 3
a22oi: 3
nor4: 2
a221oi: 2
and2: 2
xor2: 7
buf: 9
nand4: 2
==> stage by stage <==
stage | total power (µW) | cell area, µm²
after detailed placement | 808 | 1870
after floorplan | 703 | 1670
final | 958 | 1950
after CTS | 960 | 1950
after global routing | 1060 | 1950
after global placement | 809 | 1870
==> per-layer routing <==
metal  GRT usage [%]  part of all wire, %
met5               0                    0
met4            1.36                  1.7
met3            1.46                  4.5
met2            8.61                   43
met1            8.43                   51
==> power groups by stage <==
stage / Sequential, µW / Clock (µW) / Combinational [µW]
CTS: 239 / 149 / 572
global route: 249 / 159 / 650
finish: 239 / 146 / 573
No activity file was given, so power comes from the tool's default toggle rates.
