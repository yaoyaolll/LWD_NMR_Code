==> flow/design.v <==
module Q27_Q45(
               reset,
               datain,
               load,
               clk,
               Q2Q7,
               Q4Q5
               );
input clk;
input reset;
input [15:0] datain;
input load;
output Q2Q7;
output Q4Q5;
reg Q2Q7;
reg Q4Q5;
reg [4:0] count;  
reg [15:0] widthdata;
reg [3:0] data1;
reg [5:0] data2;
reg [5:0] data3;
always @ (posedge load)
    begin
          widthdata <= datain;
          data1 <= 1+ widthdata[3:0];
          data2 <= 1+ widthdata[9:4];
          data3 <= 1+ widthdata[15:10];
    end
always @ (posedge clk)
    begin
         if(!reset)
             begin
                   count <= 1;
                   Q2Q7 <= 0;
                   Q4Q5 <= 0;
             end
         else 
             begin
                   if(count<=data3)
                     begin
                           case(count)
                                    1:
                                      begin
                                           Q2Q7 <= 1;
                                           count<= count+1;
                                      end
                                    data1:
                                      begin
                                           Q4Q5 <= 1;
                                           count<= count+1;
                                      end
                                    data2:
                                      begin
                                           Q4Q5 <= 0;
                                           count<= count+1;
                                      end
                                    data3:
                                      begin
                                           Q2Q7 <= 0;
                                           count<= count+1;
                                      end
                                    default:
                                      begin
                                           count<= count+1;
                                      end
                           endcase
                     end
             end
    end
endmodule
==> flow/run.sh <==
#!/bin/bash
# OpenROAD 26Q1-2900-gdf79404cd8, Yosys 0.63+post, stock flow scripts
make -C /OpenROAD-flow-scripts/flow DESIGN_CONFIG=/design/flow/config.mk WORK_HOME=/design/flow/orfs finish
==> flow/config.mk <==
export PLATFORM = sky130hd
export DESIGN_NAME = Q27_Q45
export DESIGN_NICKNAME = Q27_Q45
export VERILOG_FILES = /design/flow/design.v
export SDC_FILE = /design/flow/constraint.sdc
export NUM_CORES = 4
export LEC_CHECK = 1
export CORE_AREA = 10 10 109 109
export DIE_AREA = 0 0 119 119
==> flow/constraint.sdc <==
current_design Q27_Q45

set clk_period 2.6
set clk_io_pct 0.2

create_clock -name clk0 -period $clk_period [get_ports {clk}]
create_clock -name clk1 -period $clk_period [get_ports {load}]

set non_clock_inputs [all_inputs -no_clocks]
set_input_delay [expr $clk_period * $clk_io_pct] -clock clk0 $non_clock_inputs
set_output_delay [expr $clk_period * $clk_io_pct] -clock clk0 [all_outputs]
==> flow_metrics.rpt <==
PHYSICAL IMPLEMENTATION REPORT
----------------------------------------------------
[Routing]
  Iter 0 DRT Violations ........................ 31
  Detailed-route wire length ........................ 2370 um
  Via-to-Cell Ratio ........................ 3.05
  Number of detailed-route iterations in the first pass ........................ 4
  Total antenna diodes in the routed design ........................ 0
  Tally of nets with antenna violations remaining after routing ........................ 0
  Total vias in the final route ........................ 881
  Number of remaining DRC errors ........................ 0
  Mean routed wirelength per cell ........................ 8.19 um

[STA]
  Final Skew ........................ 2.79 ps
  Max Transition Viols Final ........................ 0
  Setup violations, final ........................ 0
  Slew at the pin closest to its max-slew limit ........................ 434 ps
  Worst rel slew slack ........................ 71.1%
  Setup WS post-layout ........................ 549 ps
  Worst hold slack after final layout ........................ 399 ps
  Setup repair after global routing missed its margin ........................ false
  Final sum of negative setup slack ........................ 0 ps
  Final hold violation count ........................ 0

[Global route]
  Maximum number of pins on one net before global-route repair ........................ 12
  Overflow left after global routing ........................ 0
  Global Route Usage Sum ........................ 3.47%
  Via count of the first global-routing pass ........................ 869
  Global-route wire length before repair ........................ 3970 um
  Initial antenna violation count ........................ 0

[Clock network]
  Post-CTS Setup Bufs ........................ 0
  CTS tree ........................ yes
  Num Clock Sinks ........................ 39
  Gates resized, CTS repair ........................ 0
  Post-CTS clock slew at the launch and capture registers of the worst setup and hold paths ........................ 60 ps
  Hold-fix buffers, CTS ........................ 0

[Synth]
  FF+latch count, synth ........................ 39
  Synth Warn # ........................ 1
  Instance tally after logic synthesis ........................ 126
  Avg Synthesized Cell Area ........................ 11.0 um^2
  Share of async-settable or async-resettable flops after synthesis ........................ 0%
  Predominant post-synthesis flop cell ........................ dfxtp_1
  Cell total in the yosys stat output ........................ 126
  Largest cells by area after synthesis ........................ dfxtp_1 56%, ha_1 9.0%, xnor2_1 8.8%
  Area of the synthesized netlist per yosys stat ........................ 1390 um^2
  Largest area contributor in the synthesized netlist ........................ dfxtp_1
  Count of library flops with an enable pin ........................ 0
  Post-synthesis cell type count ........................ 25
  Seq share, synth ........................ 56.2%
  Most frequent cell after synthesis ........................ dfxtp_1
  Share of the synthesized area in the top cell type ........................ 56.2%
  Cell area after synthesis ........................ 1390 um^2
  Most common library cells after synthesis ........................ 39 x dfxtp_1, 14 x xnor2_1, 12 x inv_1, 12 x nand3_1, 10 x ha_1

[Finish]
  Design Area, Final ........................ 1890 um^2
  Proportion of layout cells with a drive suffix above 1 ........................ 7.05%
  Relative area change from synthesis to final layout ........................ 35.9%

[Outcome]
  Result of the run ........................ finished clean

[Job]
  Max cap viols ........................ 0
  Count of tool warnings ........................ 27

[Placement]
  Total half-perimeter wirelength after legalization and detailed placement ........................ 1880 um
  Worst slack at placement ........................ 568 ps
  Instance area after placement ........................ 1730 um^2
  Last weighted congestion value of the routability-driven placer ........................ 0.811
  Count of input and output buffers ........................ 19

[Power]
  Sequential share of power ........................ 47.6%
  Peak supply drop ........................ 0.510 mV
  Switching part of the total ........................ 21.7%
  Leakage power figure ........................ 0.775 nW
  Combinational fraction of design power ........................ 10.7%
  Power per cell area ........................ 764 nW/um^2
  Clock network fraction of design power ........................ 41.6%
  Psw ........................ 312 uW
  Internal power of the cells ........................ 1.13 mW

[Worst setup path]
  Reg2Reg Launch Point ........................ count[4]$_SDFFE_PN0P_
  Maximum fanout along the worst path ........................ 11
  Depth of the worst register-to-register path ........................ 6
  WP data arrival ........................ 2210 ps
  Data required time of the critical path ........................ 2750 ps
  Reg2reg end ........................ count[4]$_SDFFE_PN0P_
  Critical setup path kind ........................ register to register
  Element type at the critical path end ........................ register
  Reg2reg setup slack ........................ 550 ps
  CP endpoint ........................ count[4]$_SDFFE_PN0P_
  CP startpoint kind ........................ register
  Start point of the critical path ........................ count[4]$_SDFFE_PN0P_

[Floorplanning]
  Die H ........................ 119 um
  Chip footprint ........................ 14200 um^2
  Area of the core ........................ 9640 um^2
  Effective utilization at floorplan ........................ 14.4%
  Count of boundary I/O pins ........................ 21
  Die Wd ........................ 119 um
  Number of core rows ........................ 36

[Hold path]
  Hold path startpoint ........................ widthdata[0]$_DFF_P_
  Number of cells on the worst hold path ........................ 1
  Kind of path behind the tightest hold check ........................ register to register

----------------------------------------------------
layout by cell type, fill, tap and decap left out, drive strengths merged, types with 4 or more instances in the layout:
cell           netlist  routed
ha                  10      10
inv                 12      12
clkbuf               0      10
xnor2               14      14
nor2                 4       4
clkdlybuf4s50        0      19
nand2                6       6
xor2                 6       6
nand3               12      12
dfxtp               39      39
registers in the layout, summed over array words and instances (netlist names):
| register | count |
|---|---|
| Q2Q7 | 1 |
| Q4Q5 | 1 |
| count | 5 |
| data1 | 4 |
| data2 | 6 |
| data3 | 6 |
| widthdata | 16 |
final cells by class:
class | instances | area [um^2]
Clock buffer | 10 | 118
Clock inverter | 2 | 35.0
Fill cell | 1071 | 7750
Inverter | 12 | 45.0
Multi-Input combinational cell | 74 | 552
Sequential cell | 39 | 781
Tap cell | 133 | 166
Timing Repair Buffer | 19 | 190
per-stage QoR:
step / power [mW] / cells / util [%]
floorplan: 0.789 / 126 / -
global placement: 0.853 / 277 / 18.0
detailed placement: 0.856 / 277 / 18.0
CTS: 1.46 / 289 / 19.6
global route: 1.52 / 289 / 19.6
finish: 1.44 / 289 / 19.6
routing by layer:
metal	part of all wire, %	up-vias	track usage, %
met5	0	-	0
met4	3.3	0	0.916
met3	7.8	7	2.06
met2	40	22	5.12
met1	49	375	4.22
li1	-	477	-
worst min path at each step:
stage	end	slack, ps
CTS	data1[0]$_DFF_P_	400
global route	data1[0]$_DFF_P_	410
finish	data1[0]$_DFF_P_	400
power by group through the flow:
stage	combinational [mW]	sequential (mW)	clock, mW
after CTS	0.157	0.688	0.619
final	0.154	0.687	0.600
after global routing	0.178	0.694	0.648
critical path, stage by stage (launching register included):
cell     delay [ps]
dfxtp_1         440
ha_1            300
and4b_1         240
and3_1          180
a311o_1         470
nand4_1         170
mux2i_1         180
cells by family (layout without fill, tap and decap cells):
kind of cell / Yosys count / count (layout) / share of synthesized area (%)
compound gates: 11 / 11 / 5.86
mux: 1 / 1 / 0.721
fa+ha+maj: 10 / 10 / 9.01
xor+xnor: 20 / 20 / 12.6
buf+inv: 13 / 43 / 4.05
flops: 39 / 39 / 56.2
simple gates: 32 / 32 / 11.5
Power figures rest on the tool's default switching activity, not on a simulated workload.
