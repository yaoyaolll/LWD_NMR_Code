==> run.sh <==
#!/bin/bash
# OpenROAD 26Q1-2900-gdf79404cd8, Yosys 0.63+post, stock flow scripts
make -C /OpenROAD-flow-scripts/flow DESIGN_CONFIG=/design/flow/config.mk WORK_HOME=/design/flow/orfs finish
==> config.mk <==
export PLATFORM = sky130hd
export DESIGN_NAME = bb_new
export DESIGN_NICKNAME = bb_new
export VERILOG_FILES = /design/flow/design.v
export SDC_FILE = /design/flow/constraint.sdc
export NUM_CORES = 4
export LEC_CHECK = 1
export CORE_AREA = 10 10 101 101
export DIE_AREA = 0 0 111 111
==> constraint.sdc <==
current_design bb_new

set clk_period 6.1
set clk_io_pct 0.2

create_clock -name clk0 -period $clk_period [get_ports {clkin}]
create_clock -name clk1 -period $clk_period [get_ports {load}]

set non_clock_inputs [all_inputs -no_clocks]
set_input_delay [expr $clk_period * $clk_io_pct] -clock clk0 $non_clock_inputs
set_output_delay [expr $clk_period * $clk_io_pct] -clock clk0 [all_outputs]
==> design.v <==
module bb_new(
              reset,
              clkin,
              load,
              halfdata,
              forward,
              back,
              dumpoff_ctrl
              );
input clkin;
input reset;
input load;
input [5:0] halfdata;
output forward;
output back;
output dumpoff_ctrl;
reg forward;
reg back;
reg dumpoff_ctrl;
reg [5:0] half_reg;
reg [5:0] count;
always @ (posedge load)
  begin
        half_reg <= halfdata;
  end
always @ (posedge reset or posedge clkin)
  begin
     if(reset)
        begin
              count <= 0;
              forward <= 0;
              back <= 0;
              dumpoff_ctrl <= 0;
        end     
     else
        begin
              if(count==0)
              begin
                 count<= count+1;
              end  
              else
              begin
              if(count<=half_reg)
                 begin
                       count<= count+1;
                       if(count%8==1)
                          begin
                               forward <= 1;
                               back <= 0; 
                          end
                       else if(count%8==3)
                          begin
                               forward <= 0; 
                          end
                       else if(count%8==7)
                          begin
                               back<= 1; 
                               dumpoff_ctrl <= 0; 
                          end
                       else if(count%8==5)
                          begin
                               if(count==5)
                                 begin
                                      dumpoff_ctrl <= 1;   
                                 end
                          end
                 end
              else
                 begin
                     if(count==half_reg+1)
                          begin
                               forward <= 1;
                               back <= 0;
                               count <= half_reg+2;
                          end
                      else if(count==half_reg+2)
                          begin
                               forward <= 0;
                               count <= half_reg+3;                           
                          end
                      else if(count==half_reg+3)
                          begin
                               back <= 1;
                               count <= half_reg+4;                           
                          end
                      else if(count==half_reg+4)
                          begin
                               back <= 0;
                               count <= half_reg+1;                           
                          end
                 end
              end
        end 
  end
endmodule
==> flow_summary.rst <==
Implementation results
======================

.. list-table::
   :header-rows: 1

   * - Metric
     - Value
   * - Post-CTS setup buffer count
     - 0
   * - Setup Total Neg Slack
     - 0 ps
   * - Power per standard cell area
     - roughly 400 nW/um^2
   * - Cell count of the worst reg-to-reg path
     - 9
   * - Post-DR vias/cell
     - 4.99
   * - HPWL after DPL
     - 3.37 mm
   * - Flip-flop and latch count after synthesis
     - 15
   * - Area leader, netlist
     - dfrtp_1
   * - Post-Synthesis Cell Area
     - about 1700 sq um
   * - Growth of design area from synthesis to finish
     - 12.7%
   * - Status
     - finished, final reports clean
   * - WL final
     - 4.39 mm
   * - Endpoint of the most critical register-to-register path
     - count[3]
   * - DR iter-0 viols
     - 154
   * - Class of the most critical setup path
     - register to register
   * - Endpoint with the worst hold slack
     - forward
   * - Number of enable flip-flop cells
     - 0
   * - Number of logged tool warnings
     - 31
   * - Fin. max-slew vios
     - 0
   * - Final number of hold-violating endpoints
     - 0
   * - Diode insertion count for antenna repair
     - 0
   * - Yosys-reported design area after synthesis
     - 1730 sq um
   * - Setup crit start
     - half_reg[3]
   * - Wire length of the first global-routing pass
     - 7.46 mm
   * - Reg-to-reg slack, setup
     - 2910 ps
   * - Count of endpoints failing setup in the final report
     - 0
   * - Kind of start point of the critical path
     - register
   * - Sequential element share of the synthesized area
     - 0.200
   * - Hold bufs inserted after CTS
     - 0
   * - Critical Path Sink Type
     - register
   * - Worst path arrival time
     - around 3300 ps
   * - Max Cap Viol
     - 0
   * - Peak ir drop on the vdd network
     - 0.111 mV
   * - Hold path startpoint
     - forward
   * - Cell types occupying the most area after synthesis
     - dfrtp_1, ha_1, dfxtp_1, xnor2_1, nand2_1
   * - Share of cells above drive strength 1
     - 0.0806
   * - CP max FO
     - 14
   * - Slew at the pin closest to its max-slew limit
     - roughly 660 ps
   * - Floorplan-stage core utilization
     - 0.212
   * - Area share of the leading cell type in the synthesized netlist
     - 0.130
   * - Required time worst endpoint
     - 6210 ps
   * - Fin cells
     - 316
   * - Via count of the first global-routing pass
     - 1546
   * - Critical-path top delay cell
     - dfxtp_1
   * - CTS tree
     - done
   * - Post-route met1 wirelength
     - 2.09 mm
   * - Cells after Synth
     - 208
   * - Vertical extent of the die
     - 111 um
   * - Core area
     - 8130 sq um
   * - Number of cells in Yosys stat
     - around 210
   * - Most frequent cells after synthesis
     - ha_1, nand2_1, inv_1
   * - Clock transition time at the flip-flop clock pins of the worst setup and hold paths
     - about 40 ps
   * - Largest net degree at the start of global routing
     - 18
   * - Met3 wire len
     - 188 um
   * - Routability-driven placement congestion ratio
     - 0.912
   * - Critical R2R Launch
     - half_reg[3]
   * - Routed wire length on met2
     - roughly 2.0 mm
   * - Number of antenna-violating nets in the routed design
     - 0
   * - RSZ-0062 raised after global routing
     - no
   * - Initial antenna violation count
     - 0
   * - Number of instances on the worst hold path
     - 2
   * - Width of the die
     - 111 um
   * - Number of DRC violations after detailed routing
     - 0
   * - Max transition margin
     - 0.559
   * - Path class of the lowest-slack min-delay path
     - register to register
   * - Port Buffers
     - 10
   * - Proportion of synthesized flip-flops having asynchronous set or reset
     - 0.600
   * - Ys flop type
     - dfrtp_1
   * - Rows
     - 33
   * - Average size of a mapped cell
     - 8.31 sq um
   * - Synth unique cells
     - 65
   * - Clk_skew
     - ~0.55 ps
   * - Topmost layer with routed signal wires
     - met4
   * - Critical Path Max Stage Delay
     - 630 ps
   * - Pre-antenna DRT Iters
     - 5
   * - Post-cts resize count
     - 0
   * - Count of boundary I/O pins
     - 12
   * - Vias
     - 1576
   * - Number of sinks on the clock net
     - 15
   * - Count of yosys warnings during synthesis
     - 1
   * - Fill cell count
     - 882
   * - Static Leak
     - 0.780 nW
   * - Post-detailed-route wirelength per cell
     - 13.9 um
   * - Cell Chain, Critical Path
     - ha_1 -> nor2b_1 -> xnor2_1 -> o2111ai_1 -> or2_1 -> nand3_4 -> nor2_2 -> a21oi_1 -> o221a_2
   * - Grt ovf
     - 0
   * - Die ar.
     - 12300 sq um
   * - Placed cell count
     - 309
   * - GRT Overall Usage
     - 0.0700
## how the worst max path moves through the flow
| stage | endpoint | depth (start not counted) |
|---|---|---|
| 6_report | count[3] | 9 |
| 4_1_cts | count[3] | 9 |
| 5_1_grt | count[3] | 9 |
## area by class of cell
type	instances	area, sq um	share of cell area
flip-flops and latches	15	345	0.177
well taps	105	131	0.0675
clock buffers	7	86.3	0.0443
inverters	15	56.3	0.0289
repair buffers	10	100	0.0514
multi-input cells	164	1230	0.630
## where the power goes
| group | switching (mW) | internal, mW |
|---|---|---|
| Combinational | 0.243 | 0.207 |
| Clock | 0.0370 | 0.0876 |
| Sequential | 0.0720 | 0.132 |
## through the flow
stage,utilization,hold slack (ps),power [mW],worst slack [ps],cell area [sq um]
2_1_floorplan,-,444,0.551,3700,1730
3_3_place_gp,0.229,529,0.651,3000,1860
3_5_place_dp,0.229,515,0.652,2970,1860
4_1_cts,0.239,524,0.783,2960,1950
5_1_grt,0.239,589,0.852,2680,1950
6_report,0.239,514,0.778,2910,1950
## worst max-delay path: cells and delay by family (launching register included)
family	cells	cell delay (ps)
adder cells (fa/ha/maj)	1	540
flip-flops	1	630
AND-OR/OR-AND	3	710
AND/OR/NAND/NOR	4	1120
XOR/XNOR	1	90
## layer usage
metal / vias to the layer above / global-route usage
li1: 764 / -
met1: 761 / 0.0954
met2: 43 / 0.111
met3: 8 / 0.0120
met4: 0 / 0.0191
met5: - / 0
## cell families after synthesis
kind of cell	synth area share
buffers and inverters	0.0898
and+or+nand+nor	0.217
DFF	0.200
AOI/OAI and AO/OA	0.264
adders and majority gates	0.116
xor gates and xnor gates	0.108
muxes	0.00579
## placed cells by master, fill, tap and decap left out, types with 6 or more instances in the layout
| cell type | instances |
|---|---|
| a21oi_1 | 8 |
| o211ai_1 | 6 |
| nand4_1 | 7 |
| ha_1 | 16 |
| clkdlybuf4s50_1 | 10 |
| nor2_1 | 10 |
| dfxtp_1 | 6 |
| clkbuf_8 | 6 |
| nand3_1 | 6 |
| inv_1 | 15 |
| nand2_1 | 16 |
| xnor2_1 | 10 |
| dfrtp_1 | 9 |
| a31oi_1 | 6 |
No activity file was given, so power comes from the tool's default toggle rates.
