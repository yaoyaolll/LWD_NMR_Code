$ cat config.mk
export PLATFORM = sky130hd
export DESIGN_NAME = Q18_Q36
export DESIGN_NICKNAME = Q18_Q36
export VERILOG_FILES = /design/flow/design.v
export SDC_FILE = /design/flow/constraint.sdc
export NUM_CORES = 4
export LEC_CHECK = 1
export CORE_AREA = 10 10 109 109
export DIE_AREA = 0 0 119 119
$ cat constraint.sdc
current_design Q18_Q36

set clk_period 4.4
set clk_io_pct 0.2

create_clock -name clk0 -period $clk_period [get_ports {clk}]
create_clock -name clk1 -period $clk_period [get_ports {load}]

set non_clock_inputs [all_inputs -no_clocks]
set_input_delay [expr $clk_period * $clk_io_pct] -clock clk0 $non_clock_inputs
set_output_delay [expr $clk_period * $clk_io_pct] -clock clk0 [all_outputs]
$ cat design.v
module Q18_Q36(
               reset,
               datain,
               load,
               clk,
               Q1Q8,
               Q3Q6
               );
input clk;
input reset;
input [15:0] datain;
input load;
output Q1Q8;
output Q3Q6;
reg Q1Q8;
reg Q3Q6;
reg [4:0] count;  
reg [15:0] widthdata;
reg [3:0] data1;
reg [5:0] data2;
reg [5:0] data3;
always @ (posedge load)
    begin
          widthdata <= datain;
          data1 <= 1+ widthdata[3:0];
          data2 <= 1+ widthdata[9:4];
          data3 <= 1+ widthdata[15:10];
    end
always @ (posedge clk)
    begin
         if(!reset)
             begin
                   count <= 1;
                   Q1Q8 <= 0;
                   Q3Q6 <= 0;
             end
         else 
             begin                   
                   if(count<=data3)
                     begin
                           case(count)
                                    1:
                                      begin
                                           Q1Q8 <= 1;
                                           count<= count+1;
                                      end
                                    data1:
                                      begin
                                           Q3Q6 <= 1;
                                           count<= count+1;
                                      end
                                    data2:
                                      begin
                                           Q3Q6 <= 0;
                                           count<= count+1;
                                      end
                                    data3:
                                      begin
                                           Q1Q8 <= 0;
                                           count<= count+1;
                                      end
                                    default:
                                      begin
                                           count<= count+1;
                                      end
                           endcase
                     end
             end
    end
endmodule
$ cat run.sh
#!/bin/bash
# OpenROAD 26Q1-2900-gdf79404cd8, Yosys 0.63+post, stock flow scripts
make -C /OpenROAD-flow-scripts/flow DESIGN_CONFIG=/design/flow/config.mk WORK_HOME=/design/flow/orfs finish
==> reports/qor.yml <==
synth.distinct_cells: 25
gr-max-usage-layer: "met2"
core_um2: 9640
ys_cells: 126
cpMaxStageDelayCell: "a311o_1"
ant_nets: 0
grt_pass1_wl_um: 4180
worstSetupPathType: "reg -> reg"
grt_max_degree: 12
diodes: 0
cp.buffers_inverters: 0
hold_path_depth: 1
grt_pass1_vias: 906
yosysWarningCount: 1
syn_area_um2: 1390
leakagePower_nw: 0.774
clock_sinks: 39
dp.final_hpwl_um: 1880
grt_util_met1: 0.0469
io_buffers: 19
p_clk_frac: 0.421
p_int_mw: 0.667
ys.flop_type: "dfxtp_1"
grt_usage: 0.0361
r2r_cells: 6
cap_violations: 0
hp-start: "widthdata[4]$_DFF_P_"
cts_tree: "done"
worst_pin_slew_ps: 425
stdcell_area_um2: 1890
skew_ps: 4.04
path_cells: "ha_1, and4b_1, and3_1, a311o_1, nand4_1, mux2i_1"
async_flop_share: 0
path_max_fanout: 11
min_to: "data2[0]$_DFF_P_"
seqPwrFrac: 0.475
syn2layout_area_growth_pct: 36.1
yosys-top-cells-count: "39 x dfxtp_1, 14 x xnor2_1, 12 x inv_1, 12 x nand3_1, 10 x ha_1"
die_y_um: 119
hold_viol: 0
path_delay_family: "simple AND/OR/NAND/NOR gates"
grt_use_met3: 0.0225
setup_viol: 0
post_cts_buffers: 0
post_cts_resized: 0
max_slew_margin: 0.717
path_clk_slew_ps: 60
rr_startpoint: "count[4]$_SDFFE_PN0P_"
drive_above_1_share: 0.0769
maxSlewViolCount: 0
synthCells: 126
tns_ps: 0
fp_util: 0.144
end_kind: "flop"
largest_area_cell: "dfxtp_1"
antenna_found_initial: 0
tool_warnings: 27
r2r_end: "count[4]$_SDFFE_PN0P_"
avgRoutedWirePerCell_um: 8.21
firstDrtPassIters: 5
top_area_frac: 0.562
ys_ff: 39
viasPerCell: 3.01
p_switching_mw: 0.188
power_switching_share: 0.220
arrival_ps: 2170
rsz0062_at_grt: "no"
rows: 36
ys_seq_frac: 0.562
drc_errors: 0
setup.worst_path.start_class: "flop"
num_vias: 869
wl_um: 2370
ioPinCount: 21
drt_iter0_drc: 20
gp_congestion: 0.723
required_ps: 4560
use_met2: 0.0488
avgSynthCellArea_um2: 11.0
hold_path_class: "reg -> reg"
outcome: "finished, final reports clean"
p_comb_frac: 0.105
placed_area_um2: 1730
cpPeakStageDelay_ps: 470
grt-ovfl-total: 0
synth_chip_area_um2: 1390
synth.most_common_cell: "dfxtp_1"
peakVddDrop_mv: 0.157
rrSetupSlack_ps: 2390
edf_count: 0
die_w_um: 119
chipArea_um2: 14200
topCellsByArea: "dfxtp_1 56%, ha_1 9.0%, xnor2_1 8.8%"
power_density_nw_per_um2: 452
ctsHoldBuffers: 0
[cells by family after synthesis]
family	count (synthesis)	share of synthesized area
multiplexers	1	0.00721
AND-OR/OR-AND	11	0.0586
AND/OR/NAND/NOR	32	0.115
flip-flops	39	0.562
buffers and inverters	13	0.0405
adder cells (fa/ha/maj)	10	0.0901
XOR/XNOR	20	0.126
[through the flow]
| stage | hold WS (ps) | util | instances | setup slack [ps] | power, mW |
|---|---|---|---|---|---|
| after floorplan | 370 | - | 126 | 2560 | 0.466 |
| after global placement | 388 | 0.180 | 277 | 2430 | 0.504 |
| after detailed placement | 387 | 0.180 | 277 | 2410 | 0.505 |
| after CTS | 403 | 0.196 | 289 | 2390 | 0.871 |
| after global routing | 431 | 0.196 | 289 | 2210 | 0.909 |
| final | 400 | 0.196 | 289 | 2390 | 0.855 |
[metal layers]
metal	vias to the layer above	wire length [µm]
met5	-	0
met4	0	74
met3	8	198
met2	23	920
met1	362	1180
li1	476	-
[worst register-to-register path, cell delays in order, from the launching register on]
cell and delay [ps]:
dfxtp_1 420, ha_1 290, and4b_1 230, and3_1 180, a311o_1 470, nand4_1 170
mux2i_1 180
[final cells by class]
class                      instances  area (µm²)
fill                            1081        7750
sequential                        39         781
multi-input combinational         74         552
timing repair buffer              19         190
tap                              133         166
clock buffer                       9         114
inverter                          12        45.0
clock inverter                     3        42.5
[state kept, by name, indices dropped and copies added, names as in the netlist]
| signal | cells |
|---|---|
| count | 5 |
| widthdata | 16 |
| Q1Q8 | 1 |
| data1 | 4 |
| data2 | 6 |
| Q3Q6 | 1 |
| data3 | 6 |
[power by group through the flow]
stage / combinational, mW / clock (mW) / sequential, mW
4_1_cts: 0.0912 / 0.373 / 0.407
5_1_grt: 0.103 / 0.395 / 0.411
6_report: 0.0895 / 0.360 / 0.406
[worst max path at each step]
stage                          from                     to  slack [ps]  cells after the start
finish        count[4]$_SDFFE_PN0P_  count[4]$_SDFFE_PN0P_        2390                      6
global route  count[1]$_SDFFE_PN0P_      Q3Q6$_SDFFE_PN0P_        2210                      6
CTS                data3[4]$_DFF_P_  count[4]$_SDFFE_PN0P_        2390                      7
[placed cells by master (no fill, tap or decap), types with 2 or more instances in the layout]
cell type and instances:
inv_1 12, nand3_1 12, clkbuf_8 8, a21o_1 2, nor2_1 4, nand2_1 6
xnor2_1 14, clkdlybuf4s50_1 19, dfxtp_1 39, a21oi_1 2, nor3_1 3, xor2_1 6
ha_1 10, and3_1 2, nand4_1 2
No activity file was given, so power comes from the tool's default toggle rates.
